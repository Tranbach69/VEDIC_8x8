File: ./design.v
module add_12_bit(input1,input2,answer);
parameter N=12;
input [N-1:0] input1,input2;
   output [N-1:0] answer;
   wire  carry_out;
  wire [N-1:0] carry;
   genvar i;
   generate 
   for(i=0;i<N;i=i+1)
     begin: generate_N_bit_Adder
   if(i==0) 
  half_adder f(input1[0],input2[0],answer[0],carry[0]);
   else
  full_adder f(input1[i],input2[i],carry[i-1],answer[i],carry[i]);
     end
  assign carry_out = carry[N-1];
   endgenerate
endmodule 
module add_16_bit(input1,input2,answer);
parameter N=16;
input [N-1:0] input1,input2;
   output [N-1:0] answer;
   wire  carry_out;
  wire [N-1:0] carry;
   genvar i;
   generate 
   for(i=0;i<N;i=i+1)
     begin: generate_N_bit_Adder
   if(i==0) 
  half_adder f(input1[0],input2[0],answer[0],carry[0]);
   else
  full_adder f(input1[i],input2[i],carry[i-1],answer[i],carry[i]);
     end
  assign carry_out = carry[N-1];
   endgenerate
endmodule 
module add_4_bit(input1,input2,answer);
parameter N=4;
input [N-1:0] input1,input2;
   output [N-1:0] answer;
   wire  carry_out;
  wire [N-1:0] carry;
   genvar i;
   generate 
   for(i=0;i<N;i=i+1)
     begin: generate_N_bit_Adder
   if(i==0) 
  half_adder f(input1[0],input2[0],answer[0],carry[0]);
   else
  full_adder f(input1[i],input2[i],carry[i-1],answer[i],carry[i]);
     end
  assign carry_out = carry[N-1];
   endgenerate
endmodule 
module add_6_bit(input1,input2,answer);
parameter N=6;
input [N-1:0] input1,input2;
   output [N-1:0] answer;
   wire  carry_out;
  wire [N-1:0] carry;
   genvar i;
   generate 
   for(i=0;i<N;i=i+1)
     begin: generate_N_bit_Adder
   if(i==0) 
  half_adder f(input1[0],input2[0],answer[0],carry[0]);
   else
  full_adder f(input1[i],input2[i],carry[i-1],answer[i],carry[i]);
     end
  assign carry_out = carry[N-1];
   endgenerate
endmodule 
module add_8_bit(input1,input2,answer);
parameter N=8;
input [N-1:0] input1,input2;
   output [N-1:0] answer;
   wire  carry_out;
  wire [N-1:0] carry;
   genvar i;
   generate 
   for(i=0;i<N;i=i+1)
     begin: generate_N_bit_Adder
   if(i==0) 
  half_adder f(input1[0],input2[0],answer[0],carry[0]);
   else
  full_adder f(input1[i],input2[i],carry[i-1],answer[i],carry[i]);
     end
  assign carry_out = carry[N-1];
   endgenerate
endmodule 
module full_adder(x,y,c_in,s,c_out);
   input x,y,c_in;
   output s,c_out;
 assign s = (x^y) ^ c_in;
 assign c_out = (y&c_in)| (x&y) | (x&c_in);
endmodule  
module half_adder(x,y,s,c);
   input x,y;
   output s,c;
   assign s=x^y;
   assign c=x&y;
endmodule  
module complex(clk,a0,a1,b0,b1,im,re);
parameter N = 8;
input clk;
input [N-1:0] a0,a1,b0,b1;
output reg [15:0] im, re;
wire [15:0] im1, re1;
wire [15:0] q0, q1, q2, q3;
vedic_8x8 V1(a0,b0,q0);
vedic_8x8 V2(a1,b1,q1);
vedic_8x8 V3(a0,b1,q2);
vedic_8x8 V4(a1,b0,q3);
sub_16_bit A1(q0,q1,re1);
add_16_bit A2(q2,q3,im1);
always @(posedge clk) begin
    re = re1;
    im = im1;    
end
endmodule
module ha(a, b, sum, carry);
input a;
input b;
output sum;
output carry;
assign carry=a&b;
assign sum=a^b;
endmodule
module sub_16_bit(input1,input2,answer);
parameter N=16;
input [N-1:0] input1,input2;
   output [N-1:0] answer;
   wire  carry_out;
   wire M;
   wire [N-1:0] temp;
  wire [N-1:0] carry;
   assign M = 1;
   genvar i;
   for(i=0; i<N; i=i+1)
   begin
       assign temp[i] = input2[i]^M; 
   end
   generate 
   for(i=0;i<N;i=i+1)
     begin: generate_N_bit_Adder
   if(i==0) 
        full_adder f(input1[0],temp[0],M,answer[0],carry[0]);
   else
        full_adder f(input1[i],temp[i],carry[i-1],answer[i],carry[i]);
     end
  assign carry_out = carry[N-1];
   endgenerate
endmodule 
module vedic_2x2(a,b,c);
input [1:0]a;
input [1:0]b;
output [3:0]c;
wire [3:0]c;
wire [3:0]temp;
assign c[0]=a[0]&b[0]; 
assign temp[0]=a[1]&b[0];
assign temp[1]=a[0]&b[1];
assign temp[2]=a[1]&b[1];
ha z1(temp[0],temp[1],c[1],temp[3]);
ha z2(temp[2],temp[3],c[2],c[3]);
endmodule
module vedic_4x4(a,b,c);
input [3:0]a;
input [3:0]b;
output [7:0]c;
wire [3:0]q0;	
wire [3:0]q1;	
wire [3:0]q2;
wire [3:0]q3;	
wire [7:0]c;
wire [3:0]temp1;
wire [5:0]temp2;
wire [5:0]temp3;
wire [5:0]temp4;
wire [3:0]q4;
wire [5:0]q5;
wire [5:0]q6;
vedic_2x2 z1(a[1:0],b[1:0],q0[3:0]);
vedic_2x2 z2(a[3:2],b[1:0],q1[3:0]);
vedic_2x2 z3(a[1:0],b[3:2],q2[3:0]);
vedic_2x2 z4(a[3:2],b[3:2],q3[3:0]);
assign temp1 ={2'b0,q0[3:2]};
add_4_bit z5(q1[3:0],temp1,q4);
assign temp2 ={2'b0,q2[3:0]};
assign temp3 ={q3[3:0],2'b0};
add_6_bit z6(temp2,temp3,q5);
assign temp4={2'b0,q4[3:0]};
add_6_bit z7(temp4,q5,q6);
assign c[1:0]=q0[1:0];
assign c[7:2]=q6[5:0];
endmodule
module vedic_8x8(a,b,c);
input [7:0]a;
input [7:0]b;
output [15:0]c;
wire [15:0]q0;	
wire [15:0]q1;	
wire [15:0]q2;
wire [15:0]q3;	
wire [15:0]c;
wire [7:0]temp1;
wire [11:0]temp2;
wire [11:0]temp3;
wire [11:0]temp4;
wire [7:0]q4;
wire [11:0]q5;
wire [11:0]q6;
vedic_4x4 z1(a[3:0],b[3:0],q0[15:0]);
vedic_4x4 z2(a[7:4],b[3:0],q1[15:0]);
vedic_4x4 z3(a[3:0],b[7:4],q2[15:0]);
vedic_4x4 z4(a[7:4],b[7:4],q3[15:0]);
assign temp1 ={4'b0,q0[7:4]};
add_8_bit z5(q1[7:0],temp1,q4);
assign temp2 ={4'b0,q2[7:0]};
assign temp3 ={q3[7:0],4'b0};
add_12_bit z6(temp2,temp3,q5);
assign temp4={4'b0,q4[7:0]};
add_12_bit z7(temp4,q5,q6);
assign c[3:0]=q0[3:0];
assign c[15:4]=q6[11:0];
endmodule
File: ./run.sh
#!/bin/bash
# OpenROAD 26Q1-2900-gdf79404cd8, Yosys 0.63+post, stock flow scripts
make -C /OpenROAD-flow-scripts/flow DESIGN_CONFIG=/design/flow/config.mk WORK_HOME=/design/flow/orfs finish
File: ./config.mk
export PLATFORM = sky130hd
export DESIGN_NAME = complex
export DESIGN_NICKNAME = complex
export VERILOG_FILES = /design/flow/design.v
export SDC_FILE = /design/flow/constraint.sdc
export NUM_CORES = 4
export LEC_CHECK = 1
export CORE_UTILIZATION = 50
File: ./constraint.sdc
current_design complex

set clk_period 9.0
set clk_io_pct 0.2

create_clock -name clk0 -period $clk_period [get_ports {clk}]

set non_clock_inputs [all_inputs -no_clocks]
set_input_delay [expr $clk_period * $clk_io_pct] -clock clk0 $non_clock_inputs
set_output_delay [expr $clk_period * $clk_io_pct] -clock clk0 [all_outputs]
==> out/summary.txt <==
status - complete, but fails checks
failing checks - setup timing
Non-Filler Instances - 1,480
Die X - 146 um
root buf cell - clkbuf_16
DP Worst Slack - -1170 ps
pwr/cell area - 215 nW/um2
1st-pass router iterations - 4
WP data required - 9190 ps
Final Hold Fails - 0
Endpoint, Worst Hold - im[0]$_DFF_P_
DIE AREA - 21,300 um2
first-pass GRT wire length - 35,400 um
f_max - 108 MHz
dominant kind of combinational cell - adder cells
H-tree depth - 2
Worst Hold Launch - b1[0]
Worst EP arrival - 9440 ps
Max FO, Critical Path - 8
mux share of post-synthesis cell area - 0
Yosys top cell by area - fa_1
vias in the first global route - 7,048
P_leak - 6.31 nW
Top-area cell share - 0.370
worst slew pin tran - 519 ps
Final GP Congestion - 0.875
Yosys Instances - 1,103
vias per cell - 4.53
Worst setup EP type - flop
number of port buffers - 64
Post-synth top cells - inv_1 (351), and2_1 (225), ha_1 (210), fa_1 (192)
top cells, area - fa_1 (37%), ha_1 (25%), and2_1 (14%)
kind of critical path - input port to flop
DP Wirelength - 18,100 um
fraction of registers with async set/reset - 0
Core Box Area - 20,300 um2
worst vdd ir - 0.307 mV
initial DRC count - 161
Yosys top cell by instances - inv_1
slew margin rel. - 0.653
layout cells sized above 1 - 0.161
Via Count - 6,710
clock sinks - 32
simple share - 0.147
DRC - 0
distinct lib cells - 11
Area growth syn-to-layout - 18.9%
Routed WL per cell - 13.9 um
final core occ - 0.608
Post-Synth Adder-Cell Area - 0.624
Post-Route WL - 20,600 um
slowest stage delay, CP - 530 ps
Buf/Inv on CP - 7
clock-pin transition on the worst setup and hold timing paths - 70 ps
CTS buffer count - 5
Min-Delay Path Class - input port to flop
OpenROAD warnings - 28
final instance area - 12,300 um2
PnR worst setup slack - -255 ps
min Tclk post-route - 9250 ps
Cell Area, Synth - 10,400 um2
yosys stat chip area - 10,400 um2
register bit total from synthesis - 32
critical path's top delay family - adder cells
All-Layer GR Usage - 0.230
Main synth FF type - dfxtp_1
max-cap violation count - 0
syn_area_per_cell - 9.41 um2
yosys aoi share - 0
crit-path most repeated cell - fa_2
TNS Setup - -447 ps
initial antenna violation count - 0
Initial Util - 0.511
largest net degree at the start of global routing - 17
# rows - 52
Final period util - 1.03
Overflow after GRT - 0
Final setup viols - 2
synthesized instance count - 1,103
register area share after synthesis - 0.0617
RSZ-0062 raised after global routing - yes
number of enable flip-flop cells - 0
WHS Path Cells - 4
slowest CP cell - fa_2
CP Launch Type - input port
Filler cells - 1,746
placed cell areas - 12,000 um2
Die H - 146 um
remaining antenna violation count - 0
yosys xor share - 0.0294
Slew Viols, Final - 0
io pins - 65
Clock Path Buffers - 2
placed cell count - 1,467
CTS tree - built
Yosys warnings - 5
==> cell usage in the layout (no fill, tap or decap), drive strengths merged <==
cell and instances:
inv 351, nand2 31, fa 192, buf 73, xnor3 2, dlymetal6s2s 2, dfxtp 32, clkdlybuf4s15 3
xor2 13, ha 210, diode 1, clkbuf 8, dlygate4sd2 1, clkdlybuf4s50 50, bufinv 1, and2 225
xnor2 15
==> cell families (layout without fill, tap and decap cells) <==
logic type	Yosys count	count (layout)
buffers and inverters	383	489
DFF	32	32
other	0	1
and+or+nand+nor	256	256
adders and majority gates	402	402
xor gates and xnor gates	30	30
==> power breakdown <==
group / switching [mW] / internal, mW / total [mW]
sequential: 0.0159 / 0.262 / 0.278
combinational: 1.08 / 1.06 / 2.14
clock: 0.0837 / 0.146 / 0.230
total: 1.18 / 1.47 / 2.65
==> how the worst max path moves through the flow <==
stage | from | to | slack, ps | depth (start not counted)
4_1_cts | a1[1] | im[15]$_DFF_P_ | -370 | 30
5_1_grt | b1[0] | im[15]$_DFF_P_ | -510 | 29
6_report | a1[1] | im[15]$_DFF_P_ | -250 | 30
==> worst min-delay path, delay by kind of cell <==
kind	cells	cell delay, ps
adders and majority gates	1	130
buffers and inverters	2	190
and+or+nand+nor	1	110
==> stage by stage <==
| stage | total power, mW | hold WS (ps) |
|---|---|---|
| after floorplan | 1.72 | 2040 |
| after global placement | 2.48 | 2460 |
| after detailed placement | 2.47 | 2450 |
| after CTS | 2.74 | 1960 |
| after global routing | 3.05 | 1980 |
| final | 2.65 | 1970 |
==> sequential cells by signal, indices dropped and copies added (netlist names) <==
register / count
im: 16
re: 16
==> cell type report <==
cell class / count / area [um2] / area share
clock buffers: 7 / 153 / 0.0124
inverters: 351 / 1320 / 0.107
well taps: 270 / 338 / 0.0274
multi-input cells: 688 / 8630 / 0.700
repair buffers: 130 / 1220 / 0.0990
diodes: 1 / 2.50 / 0.000203
flip-flops and latches: 32 / 641 / 0.0519
clock inverters: 1 / 30.0 / 0.00243
==> what timing repair did <==
item	CTS	global route
endpoints found under the hold margin	0	0
setup buffers	1	3
pin swaps	59	36
setup endpoints to repair	6	4
resized	64	26
gates cloned	0	0
hold buffers	0	0
==> layer usage <==
| metal | track usage | wire [um] | share of wire |
|---|---|---|---|
| met3 | 0.0503 | 1010 | 0.049 |
| met2 | 0.347 | 9330 | 0.45 |
| met5 | 0 | 0 | 0 |
| met4 | 0.0156 | 262 | 0.013 |
| met1 | 0.380 | 10000 | 0.49 |
Power is estimated from default activity; no workload was simulated.
